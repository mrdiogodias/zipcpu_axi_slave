==> flow/design.v <==
`timescale 1 ns / 1 ps
	module axi_wrapper_v1_0 #
	(
		parameter integer C_S00_AXI_DATA_WIDTH	= 32,
		parameter integer C_S00_AXI_ADDR_WIDTH	= 4
	)
	(
        output wire [3:0] o_led,
		input wire  s00_axi_aclk,
		input wire  s00_axi_aresetn,
		input wire [C_S00_AXI_ADDR_WIDTH-1 : 0] s00_axi_awaddr,
		input wire [2 : 0] s00_axi_awprot,
		input wire  s00_axi_awvalid,
		output wire  s00_axi_awready,
		input wire [C_S00_AXI_DATA_WIDTH-1 : 0] s00_axi_wdata,
		input wire [(C_S00_AXI_DATA_WIDTH/8)-1 : 0] s00_axi_wstrb,
		input wire  s00_axi_wvalid,
		output wire  s00_axi_wready,
		output wire [1 : 0] s00_axi_bresp,
		output wire  s00_axi_bvalid,
		input wire  s00_axi_bready,
		input wire [C_S00_AXI_ADDR_WIDTH-1 : 0] s00_axi_araddr,
		input wire [2 : 0] s00_axi_arprot,
		input wire  s00_axi_arvalid,
		output wire  s00_axi_arready,
		output wire [C_S00_AXI_DATA_WIDTH-1 : 0] s00_axi_rdata,
		output wire [1 : 0] s00_axi_rresp,
		output wire  s00_axi_rvalid,
		input wire  s00_axi_rready
	);
	axi_wrapper_v1_0_S00_AXI # ( 
		.C_S_AXI_DATA_WIDTH(C_S00_AXI_DATA_WIDTH),
		.C_S_AXI_ADDR_WIDTH(C_S00_AXI_ADDR_WIDTH)
	) axi_wrapper_v1_0_S00_AXI_inst (
		.S_AXI_ACLK(s00_axi_aclk),
		.S_AXI_ARESETN(s00_axi_aresetn),
		.S_AXI_AWADDR(s00_axi_awaddr),
		.S_AXI_AWPROT(s00_axi_awprot),
		.S_AXI_AWVALID(s00_axi_awvalid),
		.S_AXI_AWREADY(s00_axi_awready),
		.S_AXI_WDATA(s00_axi_wdata),
		.S_AXI_WSTRB(s00_axi_wstrb),
		.S_AXI_WVALID(s00_axi_wvalid),
		.S_AXI_WREADY(s00_axi_wready),
		.S_AXI_BRESP(s00_axi_bresp),
		.S_AXI_BVALID(s00_axi_bvalid),
		.S_AXI_BREADY(s00_axi_bready),
		.S_AXI_ARADDR(s00_axi_araddr),
		.S_AXI_ARPROT(s00_axi_arprot),
		.S_AXI_ARVALID(s00_axi_arvalid),
		.S_AXI_ARREADY(s00_axi_arready),
		.S_AXI_RDATA(s00_axi_rdata),
		.S_AXI_RRESP(s00_axi_rresp),
		.S_AXI_RVALID(s00_axi_rvalid),
		.S_AXI_RREADY(s00_axi_rready),
		.o_led(o_led)
	);
	endmodule
`timescale 1 ns / 1 ps
	module axi_wrapper_v1_0_S00_AXI #(
		parameter integer C_S_AXI_DATA_WIDTH = 32,
		parameter integer C_S_AXI_ADDR_WIDTH = 4,
		parameter [0:0]	OPT_SKIDBUFFER = 1'b0,
		parameter [0:0]	OPT_LOWPOWER = 0,
		localparam	ADDRLSB = $clog2(C_S_AXI_DATA_WIDTH)-3
	) (
		output wire [3:0] o_led,
		input	wire S_AXI_ACLK,
		input	wire S_AXI_ARESETN,
		input	wire S_AXI_AWVALID,
		output	wire S_AXI_AWREADY,
		input	wire [C_S_AXI_ADDR_WIDTH-1:0] S_AXI_AWADDR,
		input	wire [2:0] S_AXI_AWPROT,
		input	wire S_AXI_WVALID,
		output	wire S_AXI_WREADY,
		input	wire [C_S_AXI_DATA_WIDTH-1:0] S_AXI_WDATA,
		input	wire [C_S_AXI_DATA_WIDTH/8-1:0] S_AXI_WSTRB,
		output	wire S_AXI_BVALID,
		input	wire S_AXI_BREADY,
		output	wire [1:0] S_AXI_BRESP,
		input	wire S_AXI_ARVALID,
		output	wire S_AXI_ARREADY,
		input	wire [C_S_AXI_ADDR_WIDTH-1:0] S_AXI_ARADDR,
		input	wire [2:0] S_AXI_ARPROT,
		output	wire S_AXI_RVALID,
		input	wire S_AXI_RREADY,
		output	wire [C_S_AXI_DATA_WIDTH-1:0] S_AXI_RDATA,
		output	wire [1:0] S_AXI_RRESP
	);
	wire i_reset = !S_AXI_ARESETN;
	wire axil_write_ready;
	wire [C_S_AXI_ADDR_WIDTH-ADDRLSB-1:0]	awskd_addr;
	wire [C_S_AXI_DATA_WIDTH-1:0]	wskd_data;
	wire [C_S_AXI_DATA_WIDTH/8-1:0]	wskd_strb;
	reg	 axil_bvalid;
	wire axil_read_ready;
	wire [C_S_AXI_ADDR_WIDTH-ADDRLSB-1:0]	arskd_addr;
	reg	 [C_S_AXI_DATA_WIDTH-1:0]	axil_read_data;
	reg	 axil_read_valid;
	reg	 [31:0]	led0, led1, led2, led3;
	wire [31:0]	wskd_r0, wskd_r1, wskd_r2, wskd_r3;
    reg axil_awready;
    initial	axil_awready = 1'b0;
	always @(posedge S_AXI_ACLK)
	if (!S_AXI_ARESETN)
		axil_awready <= 1'b0;
	else
		axil_awready <= !axil_awready
			&& (S_AXI_AWVALID && S_AXI_WVALID)
			&& (!S_AXI_BVALID || S_AXI_BREADY);
    assign	S_AXI_AWREADY = axil_awready;
	assign	S_AXI_WREADY  = axil_awready;
    assign 	awskd_addr = S_AXI_AWADDR[C_S_AXI_ADDR_WIDTH-1:ADDRLSB];
	assign	wskd_data  = S_AXI_WDATA;
	assign	wskd_strb  = S_AXI_WSTRB;
    assign	axil_write_ready = axil_awready;
    initial	axil_bvalid = 0;
	always @(posedge S_AXI_ACLK)
	if (i_reset)
		axil_bvalid <= 0;
	else if (axil_write_ready)
		axil_bvalid <= 1;
	else if (S_AXI_BREADY)
		axil_bvalid <= 0;
	assign	S_AXI_BVALID = axil_bvalid;
	assign	S_AXI_BRESP = 2'b00;
    reg	axil_arready;
    always @(*)
        axil_arready = !S_AXI_RVALID;
    assign	arskd_addr = S_AXI_ARADDR[C_S_AXI_ADDR_WIDTH-1:ADDRLSB];
    assign	S_AXI_ARREADY = axil_arready;
    assign	axil_read_ready = (S_AXI_ARVALID && S_AXI_ARREADY);
    initial	axil_read_valid = 1'b0;
	always @(posedge S_AXI_ACLK)
	if (i_reset)
		axil_read_valid <= 1'b0;
	else if (axil_read_ready)
		axil_read_valid <= 1'b1;
	else if (S_AXI_RREADY)
		axil_read_valid <= 1'b0;
	assign	S_AXI_RVALID = axil_read_valid;
	assign	S_AXI_RDATA  = axil_read_data;
	assign	S_AXI_RRESP = 2'b00;
	assign	wskd_r0 = apply_wstrb(led0, wskd_data, wskd_strb);
	assign	wskd_r1 = apply_wstrb(led1, wskd_data, wskd_strb);
	assign	wskd_r2 = apply_wstrb(led2, wskd_data, wskd_strb);
	assign	wskd_r3 = apply_wstrb(led3, wskd_data, wskd_strb);
	assign  o_led[0] = led0[0];
	assign  o_led[1] = led0[1];
	assign  o_led[2] = led0[2];
	assign  o_led[3] = led0[3];
	initial	led0 = 0;
	initial	led1 = 0;
	initial	led2 = 0;
	initial	led3 = 0;
	always @(posedge S_AXI_ACLK)
	if (i_reset)
	begin
		led0 <= 0;
		led1 <= 0;
		led2 <= 0;
		led3 <= 0;
	end else if (axil_write_ready)
	begin
		case(awskd_addr)
		2'b00:	led0 <= wskd_r0;
		2'b01:	led1 <= wskd_r1;
		2'b10:	led2 <= wskd_r2;
		2'b11:	led3 <= wskd_r3;
		endcase
	end
	initial	axil_read_data = 0;
	always @(posedge S_AXI_ACLK)
	if (OPT_LOWPOWER && !S_AXI_ARESETN)
		axil_read_data <= 0;
	else if (!S_AXI_RVALID || S_AXI_RREADY)
	begin
		case(arskd_addr)
		2'b00:	axil_read_data	<= led0;
		2'b01:	axil_read_data	<= led1;
		2'b10:	axil_read_data	<= led2;
		2'b11:	axil_read_data	<= led3;
		endcase
		if (OPT_LOWPOWER && !axil_read_ready)
			axil_read_data <= 0;
	end
	function [C_S_AXI_DATA_WIDTH-1:0]	apply_wstrb;
		input	[C_S_AXI_DATA_WIDTH-1:0]		prior_data;
		input	[C_S_AXI_DATA_WIDTH-1:0]		new_data;
		input	[C_S_AXI_DATA_WIDTH/8-1:0]	wstrb;
		integer	k;
		for(k=0; k<C_S_AXI_DATA_WIDTH/8; k=k+1)
		begin
			apply_wstrb[k*8 +: 8]
				= wstrb[k] ? new_data[k*8 +: 8] : prior_data[k*8 +: 8];
		end
	endfunction
endmodule
==> flow/run.sh <==
#!/bin/bash
# OpenROAD 26Q1-2900-gdf79404cd8, Yosys 0.63+post, stock flow scripts
make -C /OpenROAD-flow-scripts/flow DESIGN_CONFIG=/design/flow/config.mk WORK_HOME=/design/flow/orfs finish
==> flow/config.mk <==
export PLATFORM = sky130hd
export DESIGN_NAME = axi_wrapper_v1_0
export DESIGN_NICKNAME = axi_wrapper_v1_0
export VERILOG_FILES = /design/flow/design.v
export SDC_FILE = /design/flow/constraint.sdc
export NUM_CORES = 4
export LEC_CHECK = 1
export CORE_UTILIZATION = 40
==> flow/constraint.sdc <==
current_design axi_wrapper_v1_0

set clk_period 3.1
set clk_io_pct 0.2

create_clock -name clk0 -period $clk_period [get_ports {s00_axi_aclk}]

set non_clock_inputs [all_inputs -no_clocks]
set_input_delay [expr $clk_period * $clk_io_pct] -clock clk0 $non_clock_inputs
set_output_delay [expr $clk_period * $clk_io_pct] -clock clk0 [all_outputs]
==> impl_summary.log <==
[report] extracting results
INFO  metric post-route-min-period = ~2.3 ns
INFO  metric synth_chip_area = 6837 um2
INFO  metric rsz0062_at_grt = no
INFO  metric clk_latency = about 0.42 ns
INFO  metric timing.hold.worst.class = reg -> reg
INFO  metric irDropWorstVdd = between 300 and 400 uV
INFO  metric synth_warnings = 1
INFO  metric power.total = approximately 4.7 mW
INFO  metric r2r.worst_path.cells = 3
INFO  metric relSlewSlack = 0.5367
INFO  metric report.final.setup_viol = 0
INFO  metric path_class = in -> reg
INFO  metric cell_internal_pwr = between 3 and 4 mW
INFO  metric leakage = 3.579 nW
INFO  metric via_to_cell_ratio = 5.006
INFO  metric finalHoldViolCount = 0
INFO  metric hpwlAfterDp = between 8000 and 9000 um
INFO  metric floorplan.core_util = 0.4108
INFO  metric cts_max_path_buffers = 2
INFO  metric multi_input_comb_area = around 2900 um2
INFO  metric met2_length = between 6000 and 7000 um
INFO  metric clock-sinks = approximately 160
INFO  metric setup_crit_start_kind = input port
INFO  metric power.density_cell_area = 565.9 nW/um2
INFO  metric global_route_wire_length_before_repair = between 20000 and 25000 um
INFO  metric worst-endpoint-arrival = 2.61 ns
INFO  metric tightestPinTransition = approximately 0.69 ns
INFO  metric synth-main-ff-cell = sky130_fd_sc_hd__dfxtp_1
INFO  metric wl_met1 = 6269 um
INFO  metric synth.distinct_cells = 24
INFO  metric maxcap_violations = 0
INFO  metric timing.reg2reg.setup_slack = roughly 1.4 ns
INFO  metric setup_crit_start = s00_axi_awaddr[3]
INFO  metric edf_count = 32
INFO  metric cts_setup_buffers = 0
INFO  metric count_of_buffers_from_port_buffering = slightly below 90
INFO  metric antenna_found_initial = 0
INFO  metric stage_log_warnings = 35
INFO  metric post_route_ant_nets = 0
INFO  metric cts.root.buffer_cell = sky130_fd_sc_hd__clkbuf_16
INFO  metric run_status = finished clean
INFO  metric worstReg2RegStart = axi_wrapper_v1_0_S00_AXI_inst.axil_awready
INFO  metric wl_per_cell = around 16 um
INFO  metric floorplan.rows = between 40 and 50
INFO  metric yosys_cells = about 560
INFO  metric totalWireLength = ~14000 um
INFO  metric io_pins = 102
INFO  metric route.vias.total = ~4.3k
INFO  metric drc = 0
INFO  metric net_switching_share_of_the_total_power = 0.2038
INFO  metric yosysSeqAreaShare = 0.5242
INFO  metric syn-cell-area = between 6000 and 7000 um2
INFO  metric drtPass1Iterations = 5
INFO  metric p_clk_frac = 0.474
INFO  metric min_period_over_period = 0.7321
INFO  metric fmax = 440.6 MHz
INFO  metric cts_hold_buffers = 0
INFO  metric critPathMaxFanout = 16
INFO  metric seq_power_share = 0.467
INFO  metric final.setup.tns = 0 ns
INFO  metric core = about 17000 um2
INFO  metric grt_max_degree = 84
INFO  metric y_dimension_of_the_die = 132.7 um
INFO  metric first_drt_iteration_drcs = approximately 250
INFO  metric synth_flop_count = around 160
INFO  metric drive_above_1_share = 0.1324
INFO  metric design.die.area = around 18000 um2
INFO  metric asyncSetResetFlopFracSynth = 0
INFO  metric ctsResizeCount = 0
INFO  metric cts_inserted_buffers = 17
INFO  metric critical_path.endpoint = axi_wrapper_v1_0_S00_AXI_inst.led2[15]
INFO  metric clock_tree_from_tritoncts = built
INFO  metric gr-usage-all-layers = 0.1657
INFO  metric share_comb_of_total_power = 0.059
INFO  metric worst_r2r_endpoint = axi_wrapper_v1_0_S00_AXI_inst.led2[15]
INFO  metric slew_viol_final = 0
INFO  metric crit_required = about 3.4 ns
INFO  metric place_congestion = approximately 0.76
INFO  metric syn_to_final_growth = 22.16%
INFO  metric grt_pass1_vias = approximately 4.2k
INFO  metric final_core_util = 0.5018
INFO  metric end_kind = flip-flop
INFO  metric maxUsedRoutingLayer = met4
INFO  metric syn-instance-count = ~560
INFO  metric timing.clock.skew = between 0.006 and 0.007 ns
INFO  metric die_outline_width = around 130 um
INFO  metric final.fill_count = approximately 1.4k
INFO  metric postSynthAreaPerCell = approximately 12 um2
INFO  metric grt.overflow.total = 0
INFO  metric detail_route_met3_wl = approximately 700 um
INFO  metric netSwitchingPower = between 0.9 and 1 mW
INFO  metric clock_tree.htree_level_count = 4
INFO  metric layout.area.seq = between 3000 and 4000 um2
INFO  metric clkTransAtPathRegs = approximately 0.060 ns
## final cells by class
| class | instances | share of cell area |
|---|---|---|
| diodes | 1 | 0.0002996 |
| clock buffers | 21 | 0.05273 |
| clock inverters | 11 | 0.02217 |
| inverters | 1 | 0.0004494 |
| multi-input cells | 347 | 0.3443 |
| flip-flops and latches | 163 | 0.4291 |
| well taps | 220 | 0.03296 |
| repair buffers | 99 | 0.1181 |
## logic make-up (layout without fill, tap and decap cells)
logic type             count (synthesis)  after routing  synth area share
other                                  1              5         0.0005485
multiplexers                         160            160            0.2928
buffers and inverters                 52            132           0.05728
AND-OR/OR-AND                          2              2          0.002563
flip-flops                           163            163            0.5242
AND/OR/NAND/NOR                      181            181            0.1226
## worst min path at each step
stage | from | end | slack, ns | cells after the start
5_1_grt | axi_wrapper_v1_0_S00_AXI_inst.led0[15] | axi_wrapper_v1_0_S00_AXI_inst.led0[15] | 0.47 | 2
4_1_cts | axi_wrapper_v1_0_S00_AXI_inst.led0[11] | axi_wrapper_v1_0_S00_AXI_inst.led0[11] | 0.46 | 2
6_report | axi_wrapper_v1_0_S00_AXI_inst.led2[29] | axi_wrapper_v1_0_S00_AXI_inst.led2[29] | 0.46 | 2
## flip-flops by register name (all words and copies together), names as in the netlist
register / cells
axi_wrapper_v1_0_S00_AXI_inst.axil_awready: 1
axi_wrapper_v1_0_S00_AXI_inst.led1: 32
axi_wrapper_v1_0_S00_AXI_inst.led0: 32
axi_wrapper_v1_0_S00_AXI_inst.axil_read_valid: 1
axi_wrapper_v1_0_S00_AXI_inst.axil_read_data: 32
axi_wrapper_v1_0_S00_AXI_inst.led2: 32
axi_wrapper_v1_0_S00_AXI_inst.axil_bvalid: 1
axi_wrapper_v1_0_S00_AXI_inst.led3: 32
## power by group through the flow
stage         combinational (mW)  sequential (mW)  clock, mW
finish                     0.278             2.21       2.24
global route               0.300             2.21       2.36
CTS                        0.282             2.21       2.27
## synth_stat cells (all sizes together) (3+ instances only)
master | instances | area [um2]
and4bb | 3 | 37.54
buf | 42 | 344.1
clkbuf | 9 | 43.79
dfxtp | 131 | 2623
edfxtp | 32 | 960.9
mux2i | 128 | 1281
mux4 | 32 | 720.7
nand2 | 161 | 604.3
nand4 | 4 | 85.08
nand4b | 7 | 61.31
## cells in the final DEF (no fill, tap or decap), drive strengths merged, types with 2 or more instances in the layout
cell type        n
nand2          161
dfxtp          131
mux2i          128
clkdlybuf4s50   84
mux4            32
edfxtp          32
clkbuf          21
buf             15
nand4b           7
bufinv           5
nand4            4
conb             4
clkinv           4
and4bb           3
clkinvlp         2
## per-stage QoR
step                      hold WS [ns]  cells  worst slack [ns]  instance area (um2)
after floorplan                 0.4317    562             1.272                 6848
after global placement          0.4389    830            0.4484                 7724
after detailed placement        0.4460    830            0.3927                 7724
after CTS                       0.4568    862            0.8344                 8349
after global routing            0.4717    862            0.7040                 8349
final                           0.4552    863            0.8305                 8352
## worst max-delay path, stage by stage
cell                              delay (ns)
sky130_fd_sc_hd__clkdlybuf4s50_1        0.91
sky130_fd_sc_hd__nand4b_1               0.70
sky130_fd_sc_hd__mux2i_1                0.36
## per-layer routing
layer  global-route usage  up-vias
li1                     -     2093
met4              0.02554        0
met3              0.04375       21
met2               0.2599       98
met5                    0        -
met1               0.2477     2108
Power and IR drop assume default switching activity.
